==> flow/design.v <==
`timescale 1ns / 1ps
module ds3502
(
    input clk,
    input rst,
    input load,
    input [7:0] reg_addr,
    input [7:0] reg_var,
    output reg busy,
    output [1:0] a,
    output reg scl,
    input sda_i,
    output reg sda_o,
    output reg sda_io_ctrl 
);
    assign a = 2'b00;
    reg [7:0] reg_addr_temp;
    reg [7:0] reg_var_temp;
    reg [7:0] fsm_state_cur;
    reg [15:0] delay_count;
    reg [7:0] i2c_addr_temp;
    reg [7:0] bit_temp;
    always @ (posedge clk) begin
        if(!rst) begin
            busy <= 1'b0;
            sda_io_ctrl <= 1'b0;
            scl <= 1'b1;
            sda_o <= 1'b1;
            delay_count <= 16'd0;
            fsm_state_cur <= 8'd0;
        end
        else begin
            case(fsm_state_cur)
                0 : begin
                    if(load) begin
                        reg_addr_temp <= reg_addr;
                        reg_var_temp <= reg_var;
                        busy <= 1'b1;
                        fsm_state_cur <= 8'd1;
                    end
                end
                1 : begin
                    sda_o <= 1'b0;
                    delay_count <= 16'd0;
                    fsm_state_cur <= 8'd2;
                end
                2 : begin
                    delay_count <= delay_count + 16'd1;
                    if(delay_count == 1410) begin
                        scl <= 1'b0;
                        delay_count <= 16'd0;
                        fsm_state_cur <= 8'd3;
                    end
                end
                3 : begin
                    delay_count <= delay_count + 16'd1;
                    if(delay_count == 1410) begin
                        i2c_addr_temp <= 8'h50;
                        bit_temp <= 8'd0;
                        fsm_state_cur <= 8'd4;
                    end
                end
                4 : begin
                    sda_o <= i2c_addr_temp[7];
                    bit_temp <= bit_temp + 8'd1;
                    delay_count <= 16'd0;
                    fsm_state_cur <= 8'd5;
                end
                5 : begin
                    delay_count <= delay_count + 16'd1;
                    if(delay_count == 1410) begin
                        scl <= 1'b1;
                        delay_count <= 16'd0;
                        fsm_state_cur <= 8'd6;
                    end
                end
                6 : begin
                    delay_count <= delay_count + 16'd1;
                    if(delay_count == 1410) begin
                        scl <= 1'b0;
                        delay_count <= 16'd0;
                        fsm_state_cur <= 8'd7;
                    end
                end
                7 : begin
                    delay_count <= delay_count + 16'd1;
                    if(delay_count == 1410) begin
                        if(bit_temp == 8'd8) begin
                            sda_io_ctrl <= 1'b1;
                            fsm_state_cur <= 8'd8;
                        end
                        else begin
                            i2c_addr_temp <= {i2c_addr_temp[6:0],1'b0};
                            fsm_state_cur <= 8'd4;
                        end
                    end
                end
                8 : begin
                    if(sda_i == 1'b0)
                        fsm_state_cur <= 8'd9;
                    else fsm_state_cur <= 8'd28;
                end
                9 : begin
                    scl <= 1'b1;
                    delay_count <= 16'd0;
                    fsm_state_cur <= 8'd9;
                end
                10 : begin
                    delay_count <= delay_count + 16'd1;
                    if(delay_count == 1410) begin
                        scl <= 1'b0;
                        sda_io_ctrl <= 1'b0;
                        delay_count <= 16'd0;
                        fsm_state_cur <= 8'd11;
                    end 
                end
                11 : begin
                    delay_count <= delay_count + 16'd1;
                    if(delay_count == 1410) begin
                        bit_temp <= 8'd0;
                        fsm_state_cur <= 8'd12;
                    end 
                end
                12 : begin
                    sda_o <= reg_addr_temp[7];
                    bit_temp <= bit_temp + 8'd1;
                    delay_count <= 16'd0;
                    fsm_state_cur <= 8'd13;
                end
                13: begin
                    delay_count <= delay_count + 16'd1;
                    if(delay_count == 1410) begin
                        scl <= 1'b1;
                        delay_count <= 16'd0;
                        fsm_state_cur <= 8'd14;
                    end
                end
                14 : begin
                    delay_count <= delay_count + 16'd1;
                    if(delay_count == 2820) begin
                        scl <= 1'b0;
                        delay_count <= 16'd0;
                        fsm_state_cur <= 8'd15;
                    end
                end
                15 : begin
                    delay_count <= delay_count + 16'd1;
                    if(delay_count == 1410) begin
                        if(bit_temp == 8'd8) begin
                            sda_io_ctrl <= 1'b1;
                            fsm_state_cur <= 8'd16;
                        end
                        else begin
                            reg_addr_temp <= {reg_addr_temp[6:0],1'b0};
                            fsm_state_cur <= 8'd12;
                        end
                    end
                end
                16 : begin
                    if(sda_i == 1'b0)
                        fsm_state_cur <= 8'd17;
                    else  fsm_state_cur <= 8'd28;
                end
                17 : begin
                    scl <= 1'b1;
                    delay_count <= 16'd0;
                    fsm_state_cur <= 8'd18;
                end
                18 : begin
                    delay_count <= delay_count + 16'd1;
                    if(delay_count == 1410) begin
                        scl <= 1'b0;
                        sda_io_ctrl <= 1'b0;
                        delay_count <= 16'd0;
                        fsm_state_cur <= 8'd19;
                    end 
                end
                19 : begin
                    delay_count <= delay_count + 16'd1;
                    if(delay_count == 1410) begin
                        bit_temp <= 8'd0;
                        fsm_state_cur <= 8'd20;
                    end 
                end
                20 : begin
                    sda_o <= reg_var_temp[7];
                    bit_temp <= bit_temp + 8'd1;
                    delay_count <= 16'd0;
                    fsm_state_cur <= 8'd21;
                end
                21: begin
                    delay_count <= delay_count + 16'd1;
                    if(delay_count == 1410) begin
                        scl <= 1'b1;
                        delay_count <= 16'd0;
                        fsm_state_cur <= 8'd22;
                    end
                end
                22 : begin
                    delay_count <= delay_count + 16'd1;
                    if(delay_count == 2820) begin
                        scl <= 1'b0;
                        delay_count <= 16'd0;
                        fsm_state_cur <= 8'd23;
                    end
                end
                23 : begin
                    delay_count <= delay_count + 16'd1;
                    if(delay_count == 1410) begin
                        if(bit_temp == 8'd8) begin
                            sda_io_ctrl <= 1'b1;
                            fsm_state_cur <= 8'd24;
                        end
                        else begin
                            reg_var_temp <= {reg_var_temp[6:0],1'b0};
                            fsm_state_cur <= 8'd20;
                        end
                    end
                end
                24 : begin
                    if(sda_i == 1'b0)
                        fsm_state_cur <= 8'd25;
                    else fsm_state_cur <= 8'd28;
                end
                25 : begin
                    scl <= 1'b1;
                    delay_count <= 16'd0;
                    fsm_state_cur <= 8'd26;
                end
                26 : begin
                    delay_count <= delay_count + 16'd1;
                    if(delay_count == 1410) begin
                        scl <= 1'b0;
                        sda_io_ctrl <= 1'b0;
                        delay_count <= 16'd0;
                        fsm_state_cur <= 8'd27;
                    end 
                end
                27 : begin
                    delay_count <= delay_count + 16'd1;
                    if(delay_count == 1410)
                        fsm_state_cur <= 8'd28;
                end
                28 : begin
                    sda_io_ctrl <= 1'b0;
                    sda_o <= 1'b0;
                    delay_count <= 16'd0;
                    fsm_state_cur <= 8'd29;
                end
                29 : begin
                    delay_count <= delay_count + 16'd1;
                    if(delay_count == 1410) begin
                        scl <= 1'b1;
                        delay_count <= 16'd0;
                        fsm_state_cur <= 8'd30;
                    end 
                end
                30 : begin
                    delay_count <= delay_count + 16'd1;
                    if(delay_count == 1410) begin
                        sda_o <= 1'b1;
                        busy <= 1'b0;
                        fsm_state_cur <= 8'd0;
                    end
                end
            endcase
        end
    end
endmodule
==> flow/run.sh <==
#!/bin/bash
# OpenROAD 26Q1-2900-gdf79404cd8, Yosys 0.63+post, stock flow scripts
make -C /OpenROAD-flow-scripts/flow DESIGN_CONFIG=/design/flow/config.mk WORK_HOME=/design/flow/orfs finish
==> flow/config.mk <==
export PLATFORM = sky130hd
export DESIGN_NAME = ds3502
export DESIGN_NICKNAME = ds3502
export VERILOG_FILES = /design/flow/design.v
export SDC_FILE = /design/flow/constraint.sdc
export NUM_CORES = 4
export LEC_CHECK = 1
export CORE_UTILIZATION = 50
==> flow/constraint.sdc <==
current_design ds3502

set clk_period 3.9
set clk_io_pct 0.2

create_clock -name clk0 -period $clk_period [get_ports {clk}]

set non_clock_inputs [all_inputs -no_clocks]
set_input_delay [expr $clk_period * $clk_io_pct] -clock clk0 $non_clock_inputs
set_output_delay [expr $clk_period * $clk_io_pct] -clock clk0 [all_outputs]
==> out/results.tsv <==
stage	metric	value	unit
clocking	ctsResizeCount	0	
worst_setup_path	crit_buf_inv	1	
clocking	postCtsSetupBuffers	0	
placed_design	dp_cells	444	
final_layout	drive_above_1_share	15.7	%
synthesis	async_reset_ff_share	0	%
clocking	cts_tree	done	
final_timing	fin_skew	0.0139	ns
die	core	0.00679	mm²
worst_setup_path	path_max_fanout	16	
clocking	hold_buffers	0	
synthesis	ys_seq_share	52.5	%
clocking	worstSkewPairLatency	0.35	ns
detailed_routing	num_vias	2458	
global_route	grt_pass1_vias	2345	
synthesis	syn_inst	331	
detailed_routing	viasPerCell	5.34	
clocking	clockBufferDepth	2	
final_timing	fmax	381	MHz
final_timing	fin_tns_setup	0	ns
final_timing	maxSlewViolCount	0	
die	die_h	85.7	µm
placed_design	detailedPlace.worstSlack	1.28	ns
outcome	status	completed	
power_and_ir_drop	combPwrFrac	5.3	%
final_timing	fin_crit_sh	67.3	%
final_timing	hold_violations	0	
power_and_ir_drop	seqPwrFrac	56.9	%
final_timing	setup_viol	0	
final_timing	layout_setup_ws	1.28	ns
worst_setup_path	crit_path_end_kind	flop	
placed_design	io_buffers	23	
die	ioPinCount	26	
power_and_ir_drop	p_int	1.18	mW
worst_setup_path	critical_path.startpoint_type	flop	
final_layout	final_cells	460	
final_layout	final_core_util	59.2	%
detailed_routing	ant_nets	0	
detailed_routing	drt_pass1_iterations	4	
run	warnings	28	
synthesis	synth_area	0.00351	mm²
final_timing	worstMarginPinSlew	0.795	ns
power_and_ir_drop	power_switching	0.335	mW
final_timing	hold_ws	0.482	ns
synthesis	yosysUniqueCellTypes	55	
power_and_ir_drop	clkPwrFrac	37.8	%
synthesis	ys_ff	78	
global_route	grtUsageTotal	21.2	%
global_route	antenna_found_initial	0	
worst_setup_path	cp_top_family	simple AND/OR/NAND/NOR gates	
die	fp_util	51.6	%
synthesis	avgSynthCellArea	10.6	µm²
clocking	cts.htree.levels	3	
detailed_routing	drcViolationCount	0	
global_route	grt_max_degree	31	
die	num_rows	30	
run	maxCapViolCount	0	
detailed_routing	post_drt_wl_per_cell	14.8	µm
global_route	grt_pass1_wl	11.7	mm
clocking	cts_buffers	9	
final_layout	final_cell_area	0.00402	mm²
synthesis	yosysWarnings	1	
detailed_routing	antenna_cells	0	
final_timing	rsz0062_at_grt	no	
worst_setup_path	crit_chain	inv_1, ha_1, or4bb_1, nor4_2, a21oi_4, o21ai_4, a21oi_1	
power_and_ir_drop	power.leakage	1.38	nW
worst_setup_path	crit_arrival	2.83	ns
die	die_w	85.7	µm
power_and_ir_drop	switching_share	22.1	%
worst_setup_path	critPathRequiredTime	4.10	ns
worst_setup_path	max_stage_delay	0.69	ns
final_layout	area_growth	14.7	%
placed_design	gp_congestion	0.834	
worst_setup_path	worst-setup-path-type	flop to flop	
global_route	overflow	0	
final_timing	fin_crit	2.62	ns
power_and_ir_drop	power.density	376	mW/mm²
power_and_ir_drop	vdd_ir_drop_max	0.236	mV
detailed_routing	wl	6.82	mm
die	die_area	0.00735	mm²
placed_design	dp_hpwl	4.68	mm
detailed_routing	dr.first_iter.drc_count	119	
final_timing	slew_headroom	46.6	%
clocking	clk_pin_slew	0.08	ns
power_and_ir_drop	power	1.51	mW
placed_design	placed_cell_area	0.00383	mm²
final_layout	fill_cells	573	
clocking	root_buffer	clkbuf_8	
clocking	clkSinkCount	78	
worst_setup_path	slowest_stage	nor4_2	
synthesis	ff_type	dfxtp_1	
synthesis	edf_count	28	
synthesis	yosys_area	0.00351	mm²
synthesis	yosys_cells	331	
hold_path	hold_class	flop to flop	
-- final cells by class --
| cell class | instances | area (µm²) | area share, % |
|---|---|---|---|
| well taps | 96 | 120 | 2.99 |
| repair buffers | 29 | 275 | 6.84 |
| clock inverters | 4 | 30.0 | 0.747 |
| inverters | 8 | 30.0 | 0.747 |
| multi-input cells | 233 | 1570 | 38.9 |
| flip-flops and latches | 78 | 1840 | 45.8 |
| clock buffers | 12 | 160 | 3.98 |
-- flip-flops by register name (all words and copies together) (netlist names) --
signal and flops:
reg_var_temp 8, sda_io_ctrl 1, delay_count 16, sda_o 1, bit_temp 8, fsm_state_cur 30, i2c_addr_temp 4, reg_addr_temp 8
scl 1, busy 1
-- power groups by stage --
stage / sequential [mW] / combinational [mW] / clock [mW]
after CTS: 0.861 / 0.0817 / 0.587
after global routing: 0.863 / 0.0893 / 0.634
final: 0.861 / 0.0805 / 0.572
-- logic make-up (layout without fill, tap and decap cells) --
family	after synthesis	in the layout	synth area share (%)
simple gates	129	129	21.4
xor+xnor	13	13	3.25
other cells	1	2	0.107
buf+inv	21	53	2.93
flops	78	78	52.5
fa+ha+maj	5	5	1.78
mux	14	14	4.50
compound gates	70	70	13.5
-- cells in the mapped netlist, drive strengths merged, types with 3 or more instances --
| cell type | number | share of area (%) |
|---|---|---|
| clkbuf | 8 | 0.86 |
| or4 | 11 | 2.8 |
| o21ai | 15 | 2.6 |
| nor4 | 4 | 1.3 |
| nor3 | 8 | 1.1 |
| a21oi | 25 | 4.2 |
| edfxtp | 28 | 24 |
| o2111ai | 3 | 0.75 |
| dfxtp | 50 | 29 |
| ha | 5 | 1.8 |
| and2 | 6 | 1.1 |
| and3 | 5 | 0.89 |
| nand2 | 21 | 2.2 |
| o31ai | 4 | 0.86 |
| nor2b | 18 | 3.2 |
| nor2 | 30 | 3.8 |
| xnor2 | 3 | 0.75 |
| o211ai | 4 | 0.86 |
| nand4 | 3 | 0.54 |
| mux2 | 14 | 4.5 |
| buf | 5 | 1.2 |
| xor2 | 10 | 2.5 |
| a21boi | 8 | 1.7 |
| inv | 8 | 0.86 |
| nand3 | 7 | 1.0 |
| or3 | 6 | 1.1 |
-- per-layer routing --
layer	wire [µm]	GRT usage, %
met5	0	0
met4	66	1.82
met3	296	4.69
met2	3230	32.9
met1	3230	34.0
-- cell usage in the layout, fill, tap and decap left out, types with 7 or more instances in the layout --
master           instances
a21boi_0                 7
o21ai_0                  8
nor2_2                   8
or4_1                    7
mux2_2                  14
clkbuf_8                 9
inv_1                    8
nand2_1                 21
a21oi_1                 21
clkdlybuf4s50_1         23
dfxtp_1                 50
xor2_1                  10
nor2_1                  22
nand3_1                  7
edfxtp_1                28
nor2b_1                 18
nor3_1                   8
-- final timing paths --
check	from	slack, ns	cells past startpoint	to
setup / recovery	delay_count[0]	1.28	7	delay_count[1]
hold / removal	fsm_state_cur[11]	0.48	2	fsm_state_cur[27]
setup reg to reg	delay_count[0]	1.28	7	delay_count[1]
hold reg to reg	fsm_state_cur[11]	0.48	2	fsm_state_cur[27]
-- tightest hold or removal path, delay by kind of cell (launching register included) --
kind             cells  cell delay, ns
AND/OR/NAND/NOR      1            0.05
flip-flops           1            0.33
AND-OR/OR-AND        1            0.06
Power and IR drop assume default switching activity.

==> ./design.v <==
`timescale 1ns / 1ps
module pwr_rst
	#(
		parameter [31 : 0] MAIN_CLOCK_PERIOD = 7,
		parameter [31 : 0] PWR_RST_DELAY = 100000000
	)
	(
		input clk,
		output rst
    );
	localparam [31 : 0] DELAY_CLCOK_NUM = PWR_RST_DELAY / MAIN_CLOCK_PERIOD;
	reg [31 : 0] delay_clock_count = 0;
	reg rst_reg = 0;
	assign rst = rst_reg;
	always @ (posedge clk) begin
		if(delay_clock_count < DELAY_CLCOK_NUM) begin
			delay_clock_count <= delay_clock_count + 1;
			rst_reg <= 0;
		end
		else rst_reg <= 1;
	end
endmodule
==> ./run.sh <==
#!/bin/bash
# OpenROAD 26Q1-2900-gdf79404cd8, Yosys 0.63+post, stock flow scripts
make -C /OpenROAD-flow-scripts/flow DESIGN_CONFIG=/design/flow/config.mk WORK_HOME=/design/flow/orfs finish
==> ./config.mk <==
export PLATFORM = sky130hd
export DESIGN_NAME = pwr_rst
export DESIGN_NICKNAME = pwr_rst
export VERILOG_FILES = /design/flow/design.v
export SDC_FILE = /design/flow/constraint.sdc
export NUM_CORES = 4
export LEC_CHECK = 1
export CORE_UTILIZATION = 40
==> ./constraint.sdc <==
current_design pwr_rst

set clk_period 4.2
set clk_io_pct 0.2

create_clock -name clk0 -period $clk_period [get_ports {clk}]

set non_clock_inputs [all_inputs -no_clocks]
set_input_delay [expr $clk_period * $clk_io_pct] -clock clk0 $non_clock_inputs
set_output_delay [expr $clk_period * $clk_io_pct] -clock clk0 [all_outputs]
==> impl_metrics.toml <==
# flow metrics
[finish]
layout-drive-gt1-share_pct = 10.2
final_cell_area_sq_um = 1830
final_cell_mix = "32 x edfxtp_1, 24 x xnor2_1, 14 x nand3_1, 9 x nand4_1, 7 x nand2_1"
final_util_pct = 45.4
lay_top_count = "edfxtp_1"
largest_reg_flops = 32
area_delta_synth_final_pct = 7.98

[setup_path]
crit_path_max_fanout = 32
cp-endpoint = "delay_clock_count[11]"
required_ns = 4.11
rr_startpoint = "delay_clock_count[2]"
rr_worst_depth = 4
worstPathArrival_ns = 2.31
slowest_stage = "and4_2"
cp-end-kind = "flop"
path_cells = "o31ai_1 > a2111oi_0 > o41ai_1 > and4_2"
r2r_setup_slack_ns = 1.79
critical_path_class = "reg -> reg"
startpoint = "delay_clock_count[2]"
critPathMaxStageDelay_ns = 0.80
rr_endpoint = "delay_clock_count[11]"
start_kind = "flop"

[placed_design]
dp_hpwl_um = 1810
portBuffers = 1
place_congestion = 0.801
place_area_sq_um = 1750

[drt]
drt_iter0_drc = 70
num_vias = 1017
viasPerCell = 5.44
dr.pass1.iters = 4
drc = 0
post_drt_wl_per_cell_um = 14.4
final_antenna_net_count = 0
drt-total-wl_um = 2680
antenna_cells = 0

[sta]
hold_viol = 0
setup_viol = 0
slew_headroom_pct = 45.6
rsz0062_at_grt = "no"
slew_violations = 0
worstMarginPinSlew_ns = 0.810
tns_ns = 0
post-route-min-period_ns = 2.41
finalClockSkew_ns = 0.00544
fmax_mhz = 416
fin_crit_sh_pct = 57.3

[global_route]
gr-total-overflow = 0
grt_pass1_wl_um = 4750
grt_antenna_before_repair = 0
grt_max_degree = 33
grt_pass1_vias = 985
track_usage_pct = 15.3

[synthesis]
synth.distinct_cells = 28
yosysWarnings = 1
synthArstFlopShare_pct = 0
syn_inst = 130
yosys_area_sq_um = 1690
ys_top_logic_family = "simple AND/OR/NAND/NOR gates"
ys_sh_aoi_pct = 1.48
numSynthFlops = 33
syn-cell-area_sq_um = 1690
synthXorXnorAreaFrac_pct = 16.0
edf_count = 32
ys_seq_share_pct = 57.9
yosys_cells = 130
synth.avg_cell_area_sq_um = 13.0
ys_sh_adder_pct = 0.739
simple_gate_share_pct = 21.9
synthMuxAreaShare_pct = 0
flop_cell = "edfxtp_1"

[clock_tree]
clkTransAtPathRegs_ns = 0.07
cts_resized = 0
cts_root_buf = "clkbuf_8"
clock-sinks = 33
holdBufCountCts = 0
cts_max_level = 2
cts_setup_buffers = 0
clkLatencyLatePin_ns = 0.28
clk_path_buf_depth = 2
numCtsBuffers = 5
cts_tree = "yes"

[flow_run]
tool_warnings = 25
cap_violations = 0

[floorplan]
pin_count = 2
die_x_um = 67.1
core-area_sq_um = 4030
dieHeight_um = 67.1
die_area_sq_um = 4500
fp-utilization_pct = 42.0
rows = 23

[power_and_ir_drop]
max-vdd-ir-drop_v = 0.000181
power.density_nw_per_um2 = 314
power.total_w = 0.000574
leakage_nw = 0.611

[outcome]
status = "finished clean"

[worst_hold_path]
hold_path.class = "reg -> reg"
-- stage by stage --
step / hold WS (ns) / cells / setup WS (ns)
2_1_floorplan: 0.486 / 130 / 2.04
3_3_place_gp: 0.573 / 179 / 1.79
3_5_place_dp: 0.581 / 179 / 1.75
4_1_cts: 0.599 / 187 / 1.76
5_1_grt: 0.625 / 187 / 1.54
6_report: 0.579 / 187 / 1.79
-- power by group --
group	switching, W	leakage (nW)	internal [W]
logic	0	0.188	0
clock network	0.000108	0.0430	0.000111
registers	0	0.380	0.000355
total	0.000108	0.611	0.000467
-- logic make-up after synthesis --
group | Yosys count
simple gates | 57
buf+inv | 6
xor+xnor | 30
fa+ha+maj | 1
flops | 33
compound gates | 3
-- worst min-delay path by stage --
stage / cells past startpoint / end / slack (ns) / startpoint
4_1_cts: 2 / rst_reg / 0.60 / delay_clock_count[31]
5_1_grt: 2 / rst_reg / 0.63 / delay_clock_count[31]
6_report: 2 / rst_reg / 0.58 / delay_clock_count[31]
-- cell usage after synthesis (2+ instances only) --
master | count | area (sq um)
nor2_1 | 5 | 18.8
and4_1 | 5 | 43.8
xnor2_1 | 24 | 210
nand4_1 | 9 | 56.3
nand2_1 | 7 | 26.3
and3_1 | 4 | 25.0
inv_1 | 4 | 15.0
edfxtp_1 | 32 | 961
nor4_1 | 3 | 18.8
nand3_1 | 14 | 70.1
nor3_1 | 2 | 10.0
xor2_1 | 5 | 43.8
-- layout make-up --
type | instances | area [sq um]
Timing Repair Buffer | 1 | 10.0
Sequential cell | 33 | 981
Fill cell | 358 | 2200
Inverter | 4 | 15.0
Multi-Input combinational cell | 91 | 679
Tap cell | 50 | 62.6
Clock inverter | 3 | 12.5
Clock buffer | 5 | 68.8
-- critical path, delay by kind of cell, from the launching register on --
family / cells / cell delay, ns
AND/OR/NAND/NOR: 1 / 0.80
AND-OR/OR-AND: 3 / 0.75
flip-flops: 1 / 0.47
-- layer usage --
metal,wire length (um),global-route usage [%]
met5,0,0
met1,1340,27.8
met4,53,2.39
met2,1190,20.5
met3,100,3.30
Power figures rest on the tool's default switching activity, not on a simulated workload.

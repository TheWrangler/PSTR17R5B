==> design.v <==
`timescale 1ns / 1ps
module ad9914_reg_wr
    #(
        parameter IO_UPDATE_DELAY_NUM = 2
    )
    (
		input clk,
        input rst,
        input load,
        input [7:0] reg_base_addr,
        input [31:0] reg_wvar,
        output [31:0] reg_rvar,
        input [3:0] reg_byte_num,
        output res,
        output busy,
        output finish,
        output io_update,
        output p_pwd, 
        output p_wr,
        output p_rd,
		output [7 : 0] p_addr,
		output [7 : 0] p_wdata,
        input [7 : 0] p_rdata,
        output data_tri_select
    );
    wire p_load;
    wire p_wr_cmd;
    wire [7 : 0] addr;
    wire [7 : 0] wdata;
    wire [7 : 0] rdata;
    wire p_busy;
    wire p_finish;
    reg p_load_reg = 0;
    reg p_wr_cmd_reg = 0;
    reg [7 : 0] addr_reg = 0;
    reg [7 : 0] wdata_reg = 0;
    assign p_load = p_load_reg;
    assign p_wr_cmd = p_wr_cmd_reg;
    assign addr = addr_reg;
    assign wdata = wdata_reg;
    parallel_wr parallel_wr_inst
    (
        .rst(rst),
		.clk(clk),
		.load(p_load),
        .wr_cmd(p_wr_cmd), 
		.addr(addr),
		.wdata(wdata),
        .rdata(rdata),
        .busy(p_busy),
		.finish(p_finish),
        .pwd(p_pwd), 
        .wr(p_wr),
        .rd(p_rd),
        .p_addr(p_addr),
		.p_wdata(p_wdata),
        .p_rdata(p_rdata),
        .data_tri_select(data_tri_select)
    );
    reg [7:0] reg_base_addr_reg = 0;
    reg [7:0] reg_wvar_reg [3:0];
    reg [7:0] reg_rvar_reg [3:0];
    reg [3:0] reg_byte_num_reg = 0;
    reg res_reg = 0;
    reg busy_reg = 0;
    reg finish_reg = 1;
    reg io_update_reg = 0;
    assign reg_rvar = {reg_rvar_reg[3],reg_rvar_reg[2],reg_rvar_reg[1],reg_rvar_reg[0]};
    assign res = res_reg;
    assign busy =busy_reg;
    assign finish = finish_reg;
    assign io_update = io_update_reg;
	reg [7 : 0] fsm_state_cur = 0;
	reg [15 : 0] delay_count = 0;
	reg [7 : 0] reg_index = 0;
    always @ (posedge clk) begin
		if(!rst) begin
			p_load_reg <= 0;
			p_wr_cmd_reg <= 0;
            addr_reg <= 0;
            wdata_reg <= 0;
            reg_rvar_reg[0] <= 0;
            reg_rvar_reg[1] <= 0;
            reg_rvar_reg[2] <= 0;
            reg_rvar_reg[3] <= 0;
            res_reg <= 0;
            busy_reg <= 0;
            finish_reg <= 1;
            reg_index <= 0;
			io_update_reg <= 0;
			fsm_state_cur <= 0;
		end
		else begin
            case(fsm_state_cur)
                0:	begin
				    fsm_state_cur <= 1;
                end
                1 : begin
                    if(load) begin
                        reg_wvar_reg[0] <= reg_wvar[7:0];
					    reg_wvar_reg[1] <= reg_wvar[15:8];
					    reg_wvar_reg[2] <= reg_wvar[23:16];
					    reg_wvar_reg[3] <= reg_wvar[31:24];
                        reg_base_addr_reg <= (reg_base_addr << 2);
                        reg_byte_num_reg <= reg_byte_num - 1;
                        busy_reg <= 1;
                        finish_reg <= 0;
                        reg_index <= 0;
                        fsm_state_cur <= 2;
                    end
                end
                2 : begin 
                    if(p_finish) begin
                        wdata_reg <= reg_wvar_reg[reg_index];
                        addr_reg <= reg_base_addr_reg + reg_index;
                        p_wr_cmd_reg <= 0;
                        p_load_reg <= 1;
                        fsm_state_cur <= 3;
                    end
                end
                3 : begin
                    if(p_busy) begin
                        p_load_reg <= 0;
                        reg_index <= reg_index + 1;
                        if(reg_index == reg_byte_num_reg)
                            fsm_state_cur <= 4;
                        else fsm_state_cur <= 2;
                    end
                end
                4 : begin
                    if(p_finish) begin
                        delay_count <= 16'd0;
                        io_update_reg <= 1;
                        fsm_state_cur <= 5;
                    end
                end
                5 : begin
                    delay_count <= delay_count + 16'd1;
                    if(delay_count == IO_UPDATE_DELAY_NUM) begin
                        io_update_reg <= 0;
                        reg_index <= 0;
                        fsm_state_cur <= 6;
                    end
                end
                6 : begin
                    if(p_finish) begin
                        addr_reg <= reg_base_addr_reg + reg_index;
                        p_wr_cmd_reg <= 1;
                        p_load_reg <= 1;
                        fsm_state_cur <= 7;
                    end
                end
                7 : begin
                    if(p_busy) begin
                        p_load_reg <= 0;
                        fsm_state_cur <= 8;
                    end
                end
                8 : begin
                     if(p_finish) begin
                        reg_rvar_reg[reg_index] <= rdata;
                        reg_index <= reg_index + 1;
                        if(reg_index == reg_byte_num_reg)
                            fsm_state_cur <= 9;
                        else fsm_state_cur <= 6;
                     end
                end
                9 : begin
                    busy_reg <= 0;
                    finish_reg <= 1;
                    if((reg_wvar_reg[0] == reg_rvar_reg[0])
                        && (reg_wvar_reg[1] == reg_rvar_reg[1])
                        && (reg_wvar_reg[2] == reg_rvar_reg[2])
                        && (reg_wvar_reg[3] == reg_rvar_reg[3]))
                        res_reg <= 0;
                    else res_reg <= 1;
                    reg_index <= 0;
                    fsm_state_cur <= 0;
                end   
            endcase
        end
    end
endmodule
`timescale 1ns / 1ps
module parallel_wr
    #(
		parameter [15 : 0] MAIN_CLOCK_PERIOD = 7,
        parameter [15 : 0] RD_DELAY_CLOCK_PERIOD = 40,
        parameter [15 : 0] WR_DELAY_CLOCK_PERIOD = 20,
		parameter [3 : 0] ADDR_WIDTH = 8,
		parameter [5 : 0] DATA_WIDTH = 8
	)
    (
        input rst,
		input clk,
		input load,
        input wr_cmd, 
		input [ADDR_WIDTH - 1 : 0] addr,
		input [DATA_WIDTH - 1 : 0] wdata,
        output [DATA_WIDTH - 1 : 0] rdata,
        output busy,
		output finish,
        output pwd, 
        output wr,
        output rd,
        output [ADDR_WIDTH - 1 : 0] p_addr,
		output [DATA_WIDTH - 1 : 0] p_wdata,
        input [DATA_WIDTH - 1 : 0] p_rdata,
        output data_tri_select
    );
    localparam [15 : 0] RD_DELAY_CLOCK_NUM = RD_DELAY_CLOCK_PERIOD / MAIN_CLOCK_PERIOD;
    localparam [15 : 0] WR_DELAY_CLOCK_NUM = WR_DELAY_CLOCK_PERIOD / MAIN_CLOCK_PERIOD;
    reg busy_reg = 1'b0;
	reg finish_reg = 1'b1;
    assign busy = busy_reg;
	assign finish = finish_reg;
    assign pwd = 0;
    reg wr_reg = 1;
    reg rd_reg = 1;
    assign wr = wr_reg;
    assign rd = rd_reg;
    reg [ADDR_WIDTH - 1 : 0] p_addr_reg = 0;
    reg [DATA_WIDTH - 1 : 0] p_wdata_reg = 0;
    reg data_tri_select_reg;
    assign p_addr = p_addr_reg;
    assign p_wdata = p_wdata_reg;
    assign data_tri_select = data_tri_select_reg;
    reg [DATA_WIDTH - 1 : 0] rdata_reg = 0;
    assign rdata = rdata_reg;
    reg wr_cmd_reg;
    reg [15 : 0] delay_count = 16'd0;
    reg [7 : 0] fsm_state_cur = 0;
    always @ (posedge clk) begin
        if(!rst) begin
            busy_reg <= 1'b0;
	        finish_reg <= 1'b1;
            wr_reg <= 1;
            rd_reg <= 1;
            p_addr_reg <= 0;
            p_wdata_reg <= 0;
            rdata_reg <= 0;
            fsm_state_cur <= 0;
        end
        else begin
            case(fsm_state_cur)
                0 : begin
                    delay_count <= 16'd0;
                    fsm_state_cur <= 1;
                end
                1 : begin
                    if(load) begin
                        wr_cmd_reg <= wr_cmd;
                        p_addr_reg <= addr;
                        p_wdata_reg <= wdata;
                        busy_reg <= 1;
                        finish_reg <= 0;
                        fsm_state_cur <= 2;
                    end
                end
                2 : begin
                    delay_count <= 16'd0;
                    data_tri_select_reg <= wr_cmd_reg;
                    if(wr_cmd_reg) begin
                        rd_reg <= 0;
                        fsm_state_cur <= 3;
                    end
                    else begin
                        wr_reg <= 0;
                        fsm_state_cur <= 6;
                    end         
                end
                3 : begin
                    delay_count <= delay_count + 16'd1;
                    if(delay_count == RD_DELAY_CLOCK_NUM) begin
                        rdata_reg <= p_rdata;
                        fsm_state_cur <= 4;
                    end
                end
                4 : begin
                    rd_reg <= 1; 
                    delay_count <= 0;
                    fsm_state_cur <= 5;
                end
                5 : begin
                    delay_count <= delay_count + 16'd1;
                    if(delay_count == RD_DELAY_CLOCK_NUM) begin
                        busy_reg <= 1'b0;
	                    finish_reg <= 1'b1;
                        fsm_state_cur <= 0;
                    end
                end
                6 : begin
                    delay_count <= delay_count + 16'd1;
                    if(delay_count == WR_DELAY_CLOCK_NUM)
                        fsm_state_cur <= 7;
                end 
                7 : begin
                    wr_reg <= 1; 
                    delay_count <= 0;
                    fsm_state_cur <= 8;
                end
                8 : begin
                    delay_count <= delay_count + 16'd1;
                    if(delay_count == WR_DELAY_CLOCK_NUM) begin
                        busy_reg <= 1'b0;
	                    finish_reg <= 1'b1;
                        fsm_state_cur <= 0;
                    end
                end
            endcase
        end
    end
endmodule
==> run.sh <==
#!/bin/bash
# OpenROAD 26Q1-2900-gdf79404cd8, Yosys 0.63+post, stock flow scripts
make -C /OpenROAD-flow-scripts/flow DESIGN_CONFIG=/design/flow/config.mk WORK_HOME=/design/flow/orfs finish
==> config.mk <==
export PLATFORM = sky130hd
export DESIGN_NAME = ad9914_reg_wr
export DESIGN_NICKNAME = ad9914_reg_wr
export VERILOG_FILES = /design/flow/design.v
export SDC_FILE = /design/flow/constraint.sdc
export NUM_CORES = 4
export LEC_CHECK = 1
export CORE_UTILIZATION = 50
==> constraint.sdc <==
current_design ad9914_reg_wr

set clk_period 3.5
set clk_io_pct 0.2

create_clock -name clk0 -period $clk_period [get_ports {clk}]

set non_clock_inputs [all_inputs -no_clocks]
set_input_delay [expr $clk_period * $clk_io_pct] -clock clk0 $non_clock_inputs
set_output_delay [expr $clk_period * $clk_io_pct] -clock clk0 [all_outputs]
==> impl_metrics.json <==
{
  "crit_required_ns": 3.55,
  "final_layout_size_suffix_gt1_share_pct": 5.71,
  "finalClockPeriodUsage_pct": 75.2,
  "synth.distinct_cells": 59,
  "grt_max_degree": 52,
  "dp_hpwl_mm": 12.9,
  "drt_iter0_markers": 349,
  "fmax_ghz": 0.380,
  "synth.avg_cell_area_um2": 10.6,
  "cts.path.max_buffers": 2,
  "clkTransAtPathRegs_ns": 0.06,
  "gr-total-overflow": 0,
  "synth_seq_share_pct": 56.1,
  "arrival_ns": 2.68,
  "leakage_uw": 0.00361,
  "relSlewSlack_pct": 49.2,
  "flop_cell": "edfxtp_1",
  "r2r_setup_slack_ns": 0.87,
  "fp_util_pct": 51.2,
  "synth_flops": 174,
  "netlist_instances": 764,
  "die_width_um": 130,
  "core-area_mm2": 0.0159,
  "worst_clock_skew_ns": 0.00524,
  "final.fill_count": 1224,
  "cp-start-kind": "flip-flop",
  "tool_warnings": 34,
  "cts_tree": "done",
  "antenna-diode-count": 0,
  "portBuffers": 107,
  "max-cap-violations": 0,
  "detail_route.first_pass.iterations": 6,
  "layout_top_cells": "edfxtp_1 (108), clkdlybuf4s50_1 (106), nand2_1 (102)",
  "cp_slowest_stage_delay_ns": 0.47,
  "hold_violations": 0,
  "numCtsBuffers": 17,
  "slowest_stage": "dfxtp_1",
  "fp.dieH_um": 130,
  "async_reset_ff_share_pct": 0,
  "setup_viol": 0,
  "grt_usage_pct": 23.5,
  "vias": 5839,
  "syn_to_final_growth_pct": 23.6,
  "grt_pass1_vias": 5620,
  "dp.cells": 1059,
  "ant_nets": 0,
  "status": "completed",
  "period_needed_ns": 2.63,
  "path_cells": "nor2_1 > and3_1 > nand2_1 > nor3_1 > buf_4 > nand2b_1",
  "rsz0062_at_grt": "false",
  "via_per_inst": 5.35,
  "routedWlPerCell_um": 16.4,
  "cts-htree-levels": 4,
  "ctsResizeCount": 0,
  "routed_wl_mm": 17.9,
  "edf_count": 108,
  "post-route-drc-count": 0,
  "peakVddDrop_v": 0.000362,
  "worst_slew_pin_slew_ns": 0.760,
  "ys_cells": 764,
  "postCtsSetupBuffers": 0,
  "num_io_pins": 111,
  "path_buffers": 1,
  "cts_root_buffer": "clkbuf_16",
  "syn_area_mm2": 0.00813,
  "gp_congestion": 0.898,
  "power.density_mw_per_mm2": 571,
  "crit_type": "reg2reg",
  "critPathTopFamily": "simple AND/OR/NAND/NOR gates",
  "cp-end-kind": "flip-flop",
  "core.rowCount": 46,
  "min_path_type": "reg2reg",
  "yosys-stat-area_mm2": 0.00813,
  "slew_violations": 0,
  "path_max_fanout": 16,
  "mostFrequentLayoutCell": "edfxtp_1",
  "clkSinkCount": 174,
  "fin_setup_tns_ns": 0,
  "yosys_warnings": 3,
  "die-area_mm2": 0.0168,
  "fin_cells": 1091,
  "grt_pass1_wl_mm": 28.3,
  "clk_latency_ns": 0.41,
  "antenna_found_initial": 0,
  "postCtsHoldBufs": 0
}
worst register-to-register path, stage by stage, from the launching register on:
cell and delay (ns):
dfxtp_1 0.47, nor2_1 0.42, and3_1 0.45, nand2_1 0.15
nor3_1 0.15, buf_4 0.19, nand2b_1 0.43
worst paths after layout:
kind / endpoint / start / cells after the start
hold / removal: parallel_wr_inst.wr_cmd_reg / p_wr_cmd_reg / 0
hold reg to reg: parallel_wr_inst.wr_cmd_reg / p_wr_cmd_reg / 0
setup / recovery: reg_rvar_reg[1][7] / fsm_state_cur[1] / 6
setup reg to reg: reg_rvar_reg[1][7] / fsm_state_cur[1] / 6
final cells by class:
cell class / count / area [um^2] / area share, %
Inverter: 19 / 71.3 / 0.709
Multi-Input combinational cell: 534 / 3370 / 33.5
Tap cell: 216 / 270 / 2.69
Clock inverter: 13 / 193 / 1.92
Timing Repair Buffer: 116 / 1130 / 11.3
Clock buffer: 19 / 453 / 4.50
Sequential cell: 174 / 4560 / 45.4
report_power, final:
part / internal, uW / leakage, uW / switching, uW
Clock: 1290 / 0.000315 / 729
Sequential: 2450 / 0.00157 / 265
Combinational: 432 / 0.00172 / 572
cells by family (layout without fill, tap and decap cells):
group	after synthesis	after routing	synth area share, %
multiplexers	9	9	1.11
flip-flops	174	174	56.1
other	1	1	0.0461
adder cells (fa/ha/maj)	16	16	2.55
buffers and inverters	56	167	2.65
AND/OR/NAND/NOR	311	311	19.5
AND-OR/OR-AND	130	130	10.9
XOR/XNOR	67	67	7.21
cell usage after synthesis (7+ instances only):
master	number	share of area, %
or3_1	7	0.54
edfxtp_1	108	40
and2_1	29	2.2
nand2_1	102	4.7
ha_1	15	2.3
nor2b_1	11	0.85
o21ai_0	27	1.7
inv_1	19	0.88
dfxtp_1	66	16
a222oi_1	8	0.98
a21o_1	7	0.65
nor2_1	49	2.3
nand3_1	25	1.5
xnor2_1	19	2.0
and3_1	18	1.4
nor3_1	14	0.86
a21oi_1	25	1.5
a21boi_0	31	2.9
nand4_1	10	0.77
xor2_1	48	5.2
mux2i_1	9	1.1
nor4_1	14	1.1
clkbuf_1	35	1.6
per-layer routing:
layer  share of wire, %  track usage [%]  vias up
met5                  0                0        -
li1                   -                -     2924
met3                8.0             7.57       20
met2                 44             34.0      193
met1                 47             38.1     2702
met4                1.5             3.63        0
per-stage QoR:
step	util [%]	instance area, um^2	power, uW	worst slack (ns)	hold slack (ns)
finish	63.3	10100	5740	0.869	0.434
global route	63.3	10100	6010	0.686	0.455
global placement	59.2	9410	3720	0.992	0.421
CTS	63.3	10100	5770	0.916	0.439
detailed placement	59.2	9410	3750	0.943	0.424
floorplan	-	8150	3380	0.326	0.403
No activity file was given, so power comes from the tool's default toggle rates.
